--- /design/flow/run.sh ---
#!/bin/bash
# OpenROAD 26Q1-2900-gdf79404cd8, Yosys 0.63+post, stock flow scripts
make -C /OpenROAD-flow-scripts/flow DESIGN_CONFIG=/design/flow/config.mk WORK_HOME=/design/flow/orfs finish
--- /design/flow/constraint.sdc ---
current_design bit32_mux3to1

set clk_period 1.0
set clk_io_pct 0.2

create_clock -name clk0 -period $clk_period

set non_clock_inputs [all_inputs -no_clocks]
set_input_delay [expr $clk_period * $clk_io_pct] -clock clk0 $non_clock_inputs
set_output_delay [expr $clk_period * $clk_io_pct] -clock clk0 [all_outputs]
--- /design/flow/config.mk ---
export PLATFORM = sky130hd
export DESIGN_NAME = bit32_mux3to1
export DESIGN_NICKNAME = bit32_mux3to1
export VERILOG_FILES = /design/flow/design.v
export SDC_FILE = /design/flow/constraint.sdc
export NUM_CORES = 4
export LEC_CHECK = 1
export CORE_AREA = 10 10 71 71
export DIE_AREA = 0 0 81 81
--- /design/flow/design.v ---
module mux2to1(out,sel,in1,in2);
 input in1,in2,sel;
 output out;
 wire not_sel,a1,a2;
 not (not_sel,sel);
 and (a1,sel,in2);
 and (a2,not_sel,in1);
 or(out,a1,a2);
endmodule
module bit8_mux2to1(out,sel,inp1,inp2);
	input [7:0] inp1,inp2;
	input sel;
	output [7:0] out;
	genvar j;
	generate for(j=0;j<8;j=j+1) begin: mux_loop
		mux2to1 m1(out[j],sel,inp1[j],inp2[j]);
	end
	endgenerate
endmodule
module bit32_mux2to1(out,sel,inp1,inp2);
	input [31:0] inp1,inp2;
	input sel;
	output [31:0] out;
	genvar j;
	generate for(j=0;j<32;j=j+8) begin: mux8_loop
		bit8_mux2to1 m2(out[j+7:j],sel,inp1[j+7:j],inp2[j+7:j]);
	end
	endgenerate
endmodule
module mux3to1(out,sel,in1,in2,in3);
	input in1,in2,in3;
	input [1:0] sel;
	output out;
	wire w;
	mux2to1 m0(w,sel[0],in1,in2);
	mux2to1 m1(out,sel[1],w,in3);
endmodule
module bit32_mux3to1(out,sel,inp1,inp2,inp3);
	input [31:0] inp1,inp2,inp3;
	input [1:0] sel;
	output [31:0] out;
	genvar j;
	generate for(j=0;j<32;j=j+1) begin: mux8_loop
		mux3to1 m2(out[j],sel,inp1[j],inp2[j],inp3[j]);
	end
	endgenerate
endmodule
==> impl_metrics.toml <==
# generated from flow reports
[power_and_ir_drop]
vdd_drop_max_mv = 0.2055
power_density_nw_per_um2 = 359.1
p_leak_nw = 1.034

[run]
warnings = 35
cap_violations = 0

[status]
violations = "setup timing"
run_status = "finished, violations left"

[drt]
wl_per_cell_um = 15.65
totalWireLength_um = 4429
firstDrtPassIters = 4
avgViaCountPerCell = 4.343
drtAntennaViolNets = 0
vias = 1229
diodes = 0
drtIter0Drc = 24
drc = 0

[synth]
yosysSeqAreaShare = 0
yosysTopAreaCell = "mux2i_1"
yosys_cells = 139
synth_cell_types = 9
common_cells = "buf_4 (32), mux2i_1 (32), nand2_1 (32)"
synth_chip_area_um2 = 954.7
yosys-top-cells-area = "mux2i_1 (34%), buf_4 (25%), o21ai_1 (15%), nand2_1 (13%), buf_12 (6.3%)"
synthesis.area_um2 = 954.7
yosys_warnings = 0
avgSynthCellArea_um2 = 6.868
synthCells = 139
synth_top_area_share = 0.3355

[cells_and_area]
clock_buffers = 0
syn2layout_area_growth_pct = 97.64
drive_gt1_frac = 0.2043
flops = 0
flop_area_um2 = 0

[worst_setup_path]
startpoint_type = "input pin"
endpoint_kind = "primary output"
critical-path-top-delay-family = "buffers and inverters"
critPathSlowestCell = "mux2i_4"
crit_required_ns = 0.80
worstPathMaxFanout = 7
worstPathCellList = "buf_12 -> buf_12 -> mux2i_4 -> o21ai_2 -> buf_2"
cp_common_cell = "buf_12"
criticalPathCategory = "input pin to primary output"
path_buffers = 3
arrival_ns = 0.86
cp_slowest_stage_delay_ns = 0.18

[timing]
finalHoldViolCount = 0
setup_viol = 20
final_max_slew_viol_count = 0
fin_crit_sh = 1.057
rsz0062_at_grt = "true"
tightest_slew_ns = 0.1610
tns_ns = -0.3096
period_needed_ns = 1.057
slew_headroom = 0.8905
layout_setup_ws_ns = -0.05651
fmax_mhz = 946.5

[clocking]
post_cts_buffers = 0

[floorplan]
core_util_floorplan = 0.2627
die_y_um = 81
die_area_um2 = 6561
core_area_um2 = 3633
ios = 130
dieWidth_um = 81
rows = 22

[grt]
antenna_found_initial = 0
grt_max_degree = 23
grt_pass1_wl_um = 6534
grt_use_total = 0.1218
overflow = 0
grt_pass1_vias = 1236

[placed_design]
gp_congestion = 0.8122
hpwl_um = 3797
io_buffers = 130
pre_cts_ws_ns = -0.5649

[hold_path]
min_path_type = "input pin to primary output"
==> tightest hold or removal path, stage by stage <==
cell,delay (ns)
dlygate4sd2_1,0.19
nand2_1,0.06
o21ai_2,0.04
buf_2,0.08
==> path summary, 6_finish.rpt <==
| kind | to | from | depth (start not counted) |
|---|---|---|---|
| setup / recovery | out[24] | sel[0] | 5 |
| hold / removal | out[24] | inp3[24] | 4 |
==> layer usage <==
layer | global-route usage | vias to the layer above | routed length (um)
met5 | 0 | - | 0
met1 | 0.1537 | 534 | 1857
met2 | 0.2094 | 62 | 2138
li1 | - | 633 | -
met3 | 0.04120 | 0 | 433
met4 | 0 | 0 | 0
==> layout by cell type (no fill, tap or decap), drive strengths merged <==
cell | Yosys | final
dlygate4sd2 | 0 | 96
buf | 43 | 43
mux2i | 32 | 32
nand2 | 32 | 32
o21ai | 32 | 32
==> power breakdown <==
group	switching [mW]	total, mW	internal (mW)	leakage, nW
logic	0.230	0.678	0.448	1.03
registers	0	0	0	0
clock network	0	0	0	0
total	0.230	0.678	0.448	1.03
==> layout make-up <==
| class | instances | area [um^2] |
|---|---|---|
| timing repair buffer | 139 | 1199 |
| multi-input combinational | 96 | 628.1 |
| tap | 48 | 60.06 |
| fill | 384 | 1747 |
==> timing repair <==
| action | in CTS | in global routing |
|---|---|---|
| pin swaps | 39 | 21 |
| gates cloned | 1 | 0 |
| hold buffers | 0 | 0 |
| setup endpoints to repair | 32 | 32 |
| gates resized | 211 | 5 |
==> per-stage QoR <==
stage / hold WS [ns] / instances / util / instance area (um^2) / power (mW)
floorplan: 0.5658 / 139 / - / 963.4 / 0.3841
global placement: 1.197 / 282 / 0.5661 / 2057 / 0.8552
detailed placement: 1.200 / 282 / 0.5661 / 2057 / 0.8665
CTS: 0.7818 / 283 / 0.5124 / 1862 / 0.6732
global route: 0.7957 / 283 / 0.5193 / 1887 / 0.7437
finish: 0.7739 / 283 / 0.5193 / 1887 / 0.6775
==> logic make-up after synthesis <==
| logic type | after synthesis | synth area share |
|---|---|---|
| muxes | 32 | 0.3355 |
| and+or+nand+nor | 32 | 0.1258 |
| buffers and inverters | 43 | 0.3630 |
| AOI/OAI and AO/OA | 32 | 0.1756 |
Power and IR drop assume default switching activity.
